File: /design/flow/design.v
`timescale 1ns / 10ps
module PC1(clk,rst,nextPC,currPC);
		 input clk,rst;		 
		 input [32 - 1:0]nextPC;		  
		 output reg [32 - 1:0]currPC;
always @(posedge clk)
  begin
    if(rst)
      begin
	currPC <= 0;
      end
    else
      begin
        currPC = nextPC + 1;
      end
  end
endmodule	
File: /design/flow/run.sh
#!/bin/bash
# OpenROAD 26Q1-2900-gdf79404cd8, Yosys 0.63+post, stock flow scripts
make -C /OpenROAD-flow-scripts/flow DESIGN_CONFIG=/design/flow/config.mk WORK_HOME=/design/flow/orfs finish
File: /design/flow/config.mk
export PLATFORM = sky130hd
export DESIGN_NAME = PC1
export DESIGN_NICKNAME = PC1
export VERILOG_FILES = /design/flow/design.v
export SDC_FILE = /design/flow/constraint.sdc
export NUM_CORES = 4
export LEC_CHECK = 1
export CORE_AREA = 10 10 103 103
export DIE_AREA = 0 0 113 113
File: /design/flow/constraint.sdc
current_design PC1

set clk_period 7.1
set clk_io_pct 0.2

create_clock -name clk0 -period $clk_period [get_ports {clk}]

set non_clock_inputs [all_inputs -no_clocks]
set_input_delay [expr $clk_period * $clk_io_pct] -clock clk0 $non_clock_inputs
set_output_delay [expr $clk_period * $clk_io_pct] -clock clk0 [all_outputs]
==> results.txt <==
The flow completed. Overall global routing resource usage landed at 7.16%. The cell area that synthesis handed to floorplanning was 0.00148 mm^2. Number of vias in the routed layout landed at 1,451.

Looking at the VDD voltage map, the peak drop is 0.107 mV. Port buffer count landed at 65. For reference, the critical path cell chain is clkdlybuf4s50_1, nand4_1, or4_1, nor4_1, mux2_2. The critical path is of the primary input to register type. Fraction of post-synthesis cell area in the top cell type by area landed at 43.4%. The register with the most flip-flops in the layout has 32 of them.

Switching share of total power landed at 21.0%. The synthesis report lists the most area-consuming cells as sky130_fd_sc_hd__dfxtp_1 (43%), sky130_fd_sc_hd__or4_1 (6.1%), sky130_fd_sc_hd__a21oi_1 (5.8%), sky130_fd_sc_hd__o31ai_1 (5.6%), sky130_fd_sc_hd__nor2_1 (3.6%). In this run the tools logged warnings totalling 25. Number of DRC violations after detailed routing landed at 0.

Hold-fix buffer count after cts landed at 0. Aggregate negative setup slack landed at 0 ns. Final antenna diode count landed at 0.

Floorplan-stage core utilization landed at 17.8%. Data required time at the worst endpoint landed at 7.26 ns. The longest clock path from root to sink contains 2 buffers.

STA classifies the critical path startpoint as a primary input. The post-synth count of flops with an enable pin is 0. The commonest register cell is sky130_fd_sc_hd__dfxtp_1.

Per the final layout report, the fraction of cells sized above drive strength 1 comes to 6.44%. Sequential-to-total area share from yosys stat landed at 43.4%. OpenROAD reports that the post-layout worst path occupies 49.7% of the period. The floorplan step set the die height to 113 um. Cell count after synthesis landed at 168. Wire length after detailed routing landed at 4610 um.

Total count of max-transition violations in the final report landed at 0. Minimum clock period after layout landed at 3.53 ns. Number of setup buffers added after CTS landed at 0. The first global-routing pass estimated 7470 um of wire. Total of max-cap violations landed at 0. Arrival time at the worst endpoint landed at 3.69 ns. Worst max-slew margin expressed relative to the limit landed at 62.4%.

Fill cell instance count of the final layout landed at 868. For this run the aggregate overflow at the end of global routing stands at 0. Detail-routed via count per cell landed at 4.29. Ranked by flip-flop count, first place goes to currPC. The worst setup path is captured at a register. According to the Yosys statistics, the synthesized design has a chip area of 0.00148 mm^2. The largest registers in the layout are currPC x32. After clock tree synthesis, the repair step resized 0 gates. In this run, distinct cell masters in the synthesized netlist total 29.

The flow ran to the end, and the final reports show no timing, DRC or antenna violations. The analysis attributes to net switching a power of 94.5 uW. By count the netlist is led by sky130_fd_sc_hd__dfxtp_1 (32), sky130_fd_sc_hd__a21oi_1 (17), sky130_fd_sc_hd__nor2_1 (14).

Number of routed nets with antenna violations landed at 0. Number of buffers added by the clock tree synthesis step landed at 5. Mean routed wirelength per cell landed at 13.6 um. Flop and latch count out of synthesis landed at 32. Highest fanout seen on the critical path landed at 19. The biggest area contributor in the post-synthesis netlist is sky130_fd_sc_hd__dfxtp_1. Row count landed at 33. Summed over all cells, the static leakage comes to 0.000793 uW. Part of the total power dissipated in the clock network landed at 42.5%. Per the synth stats, the proportion of register bits with asynchronous set or reset is 0%. Overall die width landed at 113 um.

Register share of total power landed at 42.8%. Looking at the max-slew report, the worst-margin pin has a slew of 0.564 ns. Detailed-route iteration 0 reported a violation count of 27.

Among all stages on the critical path, the largest delay is contributed by sky130_fd_sc_hd__or4_1. Per the Yosys statistics, synthesis produced 168 cells. Clock tree synthesis selected as its root buffer the cell sky130_fd_sc_hd__clkbuf_8. Entering global routing, the biggest net connects 37 pins. Per the run report, area growth between synthesis and finish was 58.5%. The report lists the power per cell area as 192 mW/mm^2. Final hold analysis gives a worst-case slack of 1.76 ns.

The placement summary gives the final routability congestion estimate as 0.743. From the final report, the count of setup violators was given as 0. Average cell area after synthesis landed at 8.78 um^2. Cell internal power was estimated by the tool at 355 uW. Maximum level of the CTS H-tree landed at 2.

The HPWL after detailed placement is 3580 um. The warning tally printed by Yosys for this design is 1. For reference, the clock transition at the flip-flops on the worst setup and hold paths is 0.07 ns. Maximum cell stage delay along the critical path landed at 0.74 ns. The final timing report lists a hold violation count of 0.

Among all cell types in the netlist, the one instantiated most often is sky130_fd_sc_hd__dfxtp_1. Static timing analysis puts the maximum clock frequency at 284 MHz. TritonCTS built the clock tree. Note that the worst hold path type here is primary input to register. Full die area landed at 0.0128 mm^2.

Total iterations of the first detailed-routing run landed at 4. Setup repair after global routing left no endpoint under its margin. Number of top-level pins landed at 66. Number of sinks on the clock net landed at 32.

The initial antenna violation count came to 0. Via count of the first global-routing pass landed at 1,475. Proportion of power drawn by combinational gates landed at 14.7%.

Placeable core area landed at 0.00830 mm^2.
==> per-stage QoR <==
step                      worst slack, ns  instances  instance area [um^2]  util, %  power, uW
after floorplan                      4.08        168                  1480        -        212
after CTS                            3.57        338                  2340     28.2        461
after detailed placement             3.27        330                  2210     26.7        264
after global placement               3.31        330                  2210     26.7        263
after global routing                 3.38        338                  2340     28.2        475
final                                3.57        338                  2340     28.2        450
==> final timing paths <==
check       start          to  slack (ns)  cells past startpoint
min    nextPC[28]  currPC[28]        1.76                      3
max     nextPC[5]  currPC[31]        3.57                      5
==> routing by layer <==
metal | part of all wire, % | wire [um] | GRT usage, % | vias to the layer above
met5 | 0 | 0 | 0 | -
met1 | 42 | 1930 | 8.42 | 655
met4 | 0.63 | 29 | 0.846 | 0
met3 | 14 | 650 | 4.49 | 2
li1 | - | - | - | 747
met2 | 43 | 2000 | 11.2 | 47
==> layout make-up <==
class | count | area (um^2) | share of cell area [%]
multi-input cells | 122 | 763 | 32.6
repair buffers | 66 | 658 | 28.1
flip-flops and latches | 32 | 641 | 27.4
well taps | 105 | 131 | 5.62
clock buffers | 7 | 96.3 | 4.12
clock inverters | 1 | 30.0 | 1.28
inverters | 5 | 18.8 | 0.803
==> power by group through the flow <==
| stage | sequential, uW | clock [uW] | combinational [uW] |
|---|---|---|---|
| after CTS | 192 | 201 | 67.6 |
| after global routing | 193 | 208 | 74.1 |
| final | 192 | 191 | 66.0 |
==> logic make-up after synthesis <==
kind of cell / synth area share [%]
AND-OR/OR-AND: 13.4
XOR/XNOR: 5.34
adder cells (fa/ha/maj): 0.848
buffers and inverters: 4.83
flip-flops: 43.4
multiplexers: 3.05
AND/OR/NAND/NOR: 29.1
==> layout by cell type (no fill, tap or decap) <==
cell type                         netlist  layout
sky130_fd_sc_hd__nand2_1               11      11
sky130_fd_sc_hd__xnor2_1                5       5
sky130_fd_sc_hd__nor3_1                 2       2
sky130_fd_sc_hd__inv_1                  5       5
sky130_fd_sc_hd__bufinv_16              0       1
sky130_fd_sc_hd__nor2b_1                5       5
sky130_fd_sc_hd__and4_4                 1       1
sky130_fd_sc_hd__nor2_1                14      14
sky130_fd_sc_hd__dfxtp_1               32      32
sky130_fd_sc_hd__mux2_2                 3       3
sky130_fd_sc_hd__clkdlybuf4s50_1        0      65
sky130_fd_sc_hd__or3_1                  6       6
sky130_fd_sc_hd__o31ai_1               11      11
sky130_fd_sc_hd__or3b_1                 1       1
sky130_fd_sc_hd__buf_4                  0       1
sky130_fd_sc_hd__or4b_1                 1       1
sky130_fd_sc_hd__nand3_1                8       8
sky130_fd_sc_hd__o21ai_0                6       6
sky130_fd_sc_hd__xor2_1                 4       4
sky130_fd_sc_hd__nor4_1                 3       3
sky130_fd_sc_hd__nand4_1                5       5
sky130_fd_sc_hd__clkbuf_8               0       7
sky130_fd_sc_hd__nor3b_1                1       1
sky130_fd_sc_hd__a21oi_1               17      17
sky130_fd_sc_hd__and4_1                 2       2
sky130_fd_sc_hd__or4_1                 12      12
sky130_fd_sc_hd__ha_1                   1       1
sky130_fd_sc_hd__or4_4                  1       1
sky130_fd_sc_hd__mux2_1                 1       1
sky130_fd_sc_hd__nand3_2                1       1
==> worst max-delay path, delay by kind of cell <==
| family | cells | cell delay, ns |
|---|---|---|
| buffers and inverters | 1 | 0.56 |
| muxes | 1 | 0.37 |
| and+or+nand+nor | 3 | 1.34 |
Power and IR drop assume default switching activity.
