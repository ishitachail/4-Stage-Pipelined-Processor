--- flow/run.sh ---
#!/bin/bash
# OpenROAD 26Q1-2900-gdf79404cd8, Yosys 0.63+post, stock flow scripts
make -C /OpenROAD-flow-scripts/flow DESIGN_CONFIG=/design/flow/config.mk WORK_HOME=/design/flow/orfs finish
--- flow/config.mk ---
export PLATFORM = sky130hd
export DESIGN_NAME = IF_ID_stage
export DESIGN_NICKNAME = IF_ID_stage
export VERILOG_FILES = /design/flow/design.v
export SDC_FILE = /design/flow/constraint.sdc
export NUM_CORES = 4
export LEC_CHECK = 1
export CORE_AREA = 10 10 90 90
export DIE_AREA = 0 0 100 100
--- flow/constraint.sdc ---
current_design IF_ID_stage

set clk_period 1.0
set clk_io_pct 0.2

create_clock -name clk0 -period $clk_period [get_ports {clk}]

set non_clock_inputs [all_inputs -no_clocks]
set_input_delay [expr $clk_period * $clk_io_pct] -clock clk0 $non_clock_inputs
set_output_delay [expr $clk_period * $clk_io_pct] -clock clk0 [all_outputs]
--- flow/design.v ---
`timescale 1ns / 10ps
module IF_ID_stage (
	clk,  rst, instout, instin
);
input clk, rst;
input [32 - 1:0]instout;
output reg [32 - 1:0]instin;
always @(posedge clk)
  begin
    if(rst)
      begin
	instin <= 0;
      end
    else
      begin
        instin = instout;
      end
  end
endmodule
==> results.txt <==
yosys + openroad results -> outcome=complete, no violations, dominant logic cell types in the final layout=33 x clkdlybuf4s50_1, 32 x nor2b_1, 28 x dfxtp_1, 24 x clkdlybuf4s15_1, 6 x clkbuf_8, drt wl/cell=11.67 µm, final estimated routing congestion in global placement=~0.68, clock input transition at the sequential cells of the worst setup and hold paths=around 0.06 ns, via count of the first global-routing pass=between 700 and 800, number of cells in the finished layout apart from fillers=215, number of buffers and inverters on the critical path=1, crit share post-route=between 90 and 100%, max FFs per register=32, Placed Instances=roughly 210, antenna violations before repair=0, setup repair after global routing missed its margin=no, type of the most critical hold path=in2reg, fill count=around 670, Crit-path slowest cell=dfxtp_1, Antenna diodes=0, global routing usage summed across all routing layers=approximately 4.8%, IO Pins=66, ys cells=approximately 67, delay of the slowest cell on the worst path=between 0.3 and 0.4 ns, Synth Register Bits=32, count of unique library cells instantiated by Yosys=3, number of max-slew violations in the final report=0, cts bufs inserted=5, H-Tree Level Count=2, share of layout cells above drive strength 1=13.77%, residual DRC count=0, share of the yosys chip area belonging to registers=approximately 74%, crit-path leading delay family=flip-flops, Worst Hold End=instin[17], crit start category=register, commonest non-fill, non-tap cell in the layout=clkdlybuf4s50_1, ordered cell list for the critical path=clkdlybuf4s15_1, root cell of the clock tree=clkbuf_8, arrival time of the worst setup path=approximately 0.76 ns, Data required, critical path=~0.80 ns, Worst setup EP type=output pin, Area leader share=approximately 74%, Worst Setup SP=instin[16], slew at the pin closest to its max-slew limit=~0.14 ns, clock tree from TritonCTS=done, total design power=about 2.6 mW, register with the highest flop count=instin, number of detailed-route iterations in the first pass=2, Die Y-Extent=100 µm, power per cell area=1584 nW/µm², max-capacitance violation count=0, initial drt markers=2, cell types with the largest area share after synthesis=dfxtp_1 74%, nor2b_1 23%, buf_4 2.6%, row cnt=29, hold path startpoint=instout[17], final hold viol count=0, critical path fanouts, max=1, max-slew headroom at the worst pin=slightly above 90%, synthesis-to-finish area growth=92.61%, placed wire-length estimate=2061 µm, number of buffers added on ports=between 60 and 70, gr ovfl total=0, count of synthesis-stage warnings from yosys=1, maximum clock insertion buffer count=2, # clock sinks=32, Total Die Area=~10000 µm², mean instance size in the synthesized netlist=about 13 µm², critical path class=reg2out, post-route ant nets=0, library cell occupying the most area in the post-synthesis netlist=dfxtp_1, total number of vias=667, largest net degree at the start of global routing=33, synthesized instance count=~67, standby leakage power=0.6675 nW, highest clock rate=1044 MHz, number of warnings in the stage logs=25, Final Setup Violations=0, worst IR drop on VDD=0.6092 mV, FP Util=13.75%, area of the mapped netlist=between 800 and 900 µm², Stages on worst setup path=1, horizontal extent of the die=100 µm, total detailed-routing wirelength=about 2500 µm, post-route minimum period=roughly 0.96 ns, via/cell ratio=roughly 3.1, wire length of the first global-routing pass=about 3900 µm, placeable core region=around 6300 µm², Hold Path Depth=2, Regs by FF count=instin (32), chip area line of the yosys report=~860 µm²
## Yosys cell counts (all sizes together)
| cell | number |
|---|---|
| dfxtp | 32 |
| nor2b | 32 |
| buf | 3 |
## metal layers
| metal | vias to the layer above | track usage (%) | routed length [µm] |
|---|---|---|---|
| li1 | 338 | - | - |
| met1 | 288 | 5.288 | 945 |
| met2 | 36 | 7.765 | 1188 |
| met3 | 5 | 3.331 | 349 |
| met4 | 0 | 0.7609 | 27 |
| met5 | - | 0 | 0 |
## through the flow
step / util [%] / instance area, µm² / TNS [ns] / setup slack [ns] / hold slack [ns]
floorplan: - / 863.3 / 0 / 0.5089 / 0.2716
global placement: 25.61 / 1608 / -2.704 / -0.1008 / 0.7589
detailed placement: 25.61 / 1608 / -2.894 / -0.1033 / 0.7609
CTS: 26.81 / 1683 / 0 / 0.01195 / 0.4605
global route: 26.49 / 1663 / 0 / 0.0001135 / 0.4701
finish: 26.49 / 1663 / 0 / 0.04227 / 0.4689
## worst max-delay path by stage
stage | endpoint | slack [ns]
after CTS | instin[20] | 0.01
after global routing | instin[22] | 0.0001
final | instin[16] | 0.04
## report_power, final
group          internal (mW)  switching (mW)  total (mW)
clock network          0.561           0.439       0.999
registers               1.34          0.0152        1.36
logic                  0.217          0.0577       0.275
## timing repair
item	CTS	global route
endpoints found under the setup margin	32	8
buffers inserted	0	0
resized	70	9
pin swaps	0	0
hold buffers	0	0
## layout make-up
class	count	area, µm²	share of cell area (%)
multi-input combinational	32	200.2	12.04
sequential	32	645.6	38.83
timing repair buffer	66	630.6	37.92
tap	77	96.34	5.794
clock buffer	8	90.09	5.418
## cell families after synthesis
group | count (synthesis) | share of synthesized area, %
AND/OR/NAND/NOR | 32 | 23.19
flip-flops | 32 | 74.20
buffers and inverters | 3 | 2.609
No activity file was given, so power comes from the tool's default toggle rates.
