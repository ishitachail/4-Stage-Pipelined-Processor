## ./config.mk

```make
export PLATFORM = sky130hd
export DESIGN_NAME = datapath_mux
export DESIGN_NICKNAME = datapath_mux
export VERILOG_FILES = /design/flow/design.v
export SDC_FILE = /design/flow/constraint.sdc
export NUM_CORES = 4
export LEC_CHECK = 1
export CORE_UTILIZATION = 40
```

## ./constraint.sdc

```tcl
current_design datapath_mux

set clk_period 18.6
set clk_io_pct 0.2

create_clock -name clk0 -period $clk_period [get_ports {clk}]

set non_clock_inputs [all_inputs -no_clocks]
set_input_delay [expr $clk_period * $clk_io_pct] -clock clk0 $non_clock_inputs
set_output_delay [expr $clk_period * $clk_io_pct] -clock clk0 [all_outputs]
```

## ./design.v

```verilog
`timescale 1ns / 10ps
module EXE_WBstage (
	clk,  rst, aluin, aluout,
	muxin, muxout             
);
input clk, rst;
input [32-1:0]aluin;
input [5-1:0]muxin;
output reg[5-1:0]muxout;
output reg [32-1:0]aluout;
always @(posedge clk)
  begin
    if(rst)
      begin
	aluout <= 0;
	muxout <= 0;
      end
    else
      begin
        aluout <= aluin;
	muxout <= muxin;
      end
  end
endmodule
`timescale 1ns / 10ps
module ID_EXE_stage (
	clk,  rst, aluop_in, alusrc_in, rdata1_in, rdata2_in, inst_in, wregdst_in,
	aluop_out, alusrc_out, rdata1_out, rdata2_out, inst_out, wregdst_out
);
input clk, rst, alusrc_in;
input [2:0] aluop_in;
input [32-1:0] rdata1_in;
input [32-1:0] rdata2_in;
input [32-1:0] inst_in;
input [5-1:0] wregdst_in;
output reg alusrc_out;
output reg[2:0] aluop_out;
output reg [32-1:0] rdata1_out;
output reg [32-1:0] rdata2_out;
output reg [32-1:0] inst_out;
output reg [5-1:0] wregdst_out;
always @(posedge clk)
  begin
    if(rst)
      begin
	aluop_out <= 0; 
	alusrc_out <= 0; 
	rdata1_out <= 0; 
	rdata2_out <= 0; 
	inst_out <= 0;
	wregdst_out <= 0;
      end
    else
      begin
        aluop_out <= aluop_in; 
	alusrc_out <= alusrc_in; 
	rdata1_out <= rdata1_in; 
	rdata2_out <= rdata2_in; 
	inst_out <= inst_in;
	wregdst_out <= wregdst_in;
      end
  end
endmodule
`timescale 1ns / 10ps
module alu(
   a,    
   b,    
   op,    
   out    
   );
   input [32-1:0] a, b;
   input [2:0] op;
   output reg [32-1:0] out;
always @(a or b or op )
begin
   case(op)
       6'b000000: out = a+b;
       6'b000001: out = a - b;
       6'b000010: out = a & b;
       6'b000011:  out = a^b;
       6'b000100: out = a<=b;
       6'b000101: out = a*b;
       6'b000110: out = a+b;
default: out = 0;  
   endcase
end
endmodule
`timescale 1ns / 10ps
module control(
  input [5:0] inst_cntrl, 
  output reg wen_cntrl,
  output reg alusrc_cntrl,
  output reg regdst_cntrl,
  output reg [2:0] aluop_cntrl
  );
  always@(inst_cntrl)
  begin
    case(inst_cntrl)
			6'b000000: begin
					wen_cntrl=1;
					alusrc_cntrl=0;
					regdst_cntrl=1;
					aluop_cntrl=inst_cntrl[2:0];
			end
        6'b000001: begin
                wen_cntrl=1;
					 alusrc_cntrl=0;
					 regdst_cntrl=1;
                aluop_cntrl=inst_cntrl[2:0];
        end
        6'b000010: begin
                wen_cntrl=1;
					 alusrc_cntrl=0;
					 regdst_cntrl=1;
                aluop_cntrl=inst_cntrl[2:0];
        end
        6'b000011: begin
                wen_cntrl=1;
					 alusrc_cntrl=0;
					 regdst_cntrl=1;
                aluop_cntrl=inst_cntrl[2:0];
        end
        6'b000100: begin
                wen_cntrl=1;
					 alusrc_cntrl=0;
					 regdst_cntrl=1;
                aluop_cntrl=inst_cntrl[2:0];
        end
        6'b000101: begin
                wen_cntrl=1;
					 alusrc_cntrl=0;
					 regdst_cntrl=1;
                aluop_cntrl=inst_cntrl[2:0];
			end
		6'b000110: begin
                wen_cntrl=1;
					 alusrc_cntrl=1;
					 regdst_cntrl=0;
                aluop_cntrl=inst_cntrl[2:0];
        end
		default: begin
				wen_cntrl=1; 
				alusrc_cntrl=0;
				regdst_cntrl=1;
				aluop_cntrl=inst_cntrl[2:0];
		end	
    endcase
  end
endmodule
`timescale 1ns / 10ps
`timescale 1ns / 1ps
module datapath_mux (
	clk,
	rst,
	inst,
	WB_aluout
);
input		  clk;
input		  rst;
input  [32-1:0] inst;
output  [32-1:0] WB_aluout;
wire [32-1:0] inst_out;
wire [2:0]	aluop_in;
wire [2:0]	aluop_out;
wire alusrc_in;
wire alusrc_out;
wire regDST;
wire wen;
wire [32-1:0] rdata1_in;
wire [32-1:0] rdata2_in;
wire [32-1:0] rdata1_out;
wire [32-1:0] rdata2_out;
wire [32-1:0] wdata_out;
wire [5-1:0] waddr_out;
wire [32-1:0] aluout;
wire [5-1:0] WB_muxout;
wire [32-1:0]rdata2_imm=alusrc_out ? {16'b0,inst_out[15:0]} : rdata2_out; 
wire [5-1:0]waddr_regDST=regDST ? inst[15:11] : inst[20:16]; 
control CO (
    .inst_cntrl(inst[31:26]),
    .wen_cntrl(wen),
    .alusrc_cntrl(alusrc_in),
    .regdst_cntrl(regDST),
    .aluop_cntrl(aluop_in)
);
regfile RFO (
    .clk(clk),
    .rst(rst),
    .wen(wen),
    .raddr1(inst[25:21]),
    .raddr2(inst[20:16]),
    .waddr(WB_muxout),
    .wdata(WB_aluout),
    .rdata1(rdata1_in),
    .rdata2(rdata2_in)
);
ID_EXE_stage IXS(
    .clk(clk),  
    .rst(rst), 
    .aluop_in(aluop_in), 
    .alusrc_in(alusrc_in), 
    .rdata1_in(rdata1_in), 
    .rdata2_in(rdata2_in),
    .inst_in(inst),
    .wregdst_in(waddr_regDST),
    .aluop_out(aluop_out),
    .alusrc_out(alusrc_out), 
    .rdata1_out(rdata1_out), 
    .rdata2_out(rdata2_out), 
    .inst_out(inst_out),
    .wregdst_out(waddr_out)
);
alu ALU0 (
    .a(rdata1_out),
    .b(rdata2_imm),
    .op(aluop_out),
    .out(aluout)
);
EXE_WBstage EWS(
	.clk(clk),
	.rst(rst),
	.aluin(aluout),
	.aluout(WB_aluout),
	.muxin(waddr_out),
	.muxout(WB_muxout)	
);
endmodule  
`timescale 1ns / 10ps
`timescale 1ns / 1ps
module regfile (
	clk,
	rst,
	wen,
	raddr1, 
	raddr2, 
	waddr, 
	wdata, 
	rdata1,
	rdata2
	);
	input clk;
	input rst;
	input wen;
	input [5-1:0] raddr1; 
	input [5-1:0] raddr2; 
	input [5-1:0] waddr; 
	input [32-1:0] wdata; 
	output [32-1:0] rdata1;
	output [32-1:0] rdata2;
	reg [32-1:0] regdata [0:32-1];
integer i;
	always@(posedge clk)
		begin
			if(rst)
				begin
					for (i=0; i<32; i=i+1)
					regdata[i] <=0;
					regdata[8] <=5; 
					regdata[3] <=2;
				end
			else
				regdata[waddr] <= (wen == 1) ? wdata : regdata[waddr]; 
		end
	assign rdata1 = ((wen) && (waddr == raddr1)) ? wdata : regdata[raddr1]; 
	assign rdata2 = ((wen) && (waddr == raddr2)) ? wdata : regdata[raddr2];
endmodule 
```

## ./run.sh

```bash
#!/bin/bash
# OpenROAD 26Q1-2900-gdf79404cd8, Yosys 0.63+post, stock flow scripts
make -C /OpenROAD-flow-scripts/flow DESIGN_CONFIG=/design/flow/config.mk WORK_HOME=/design/flow/orfs finish
```

==> impl_metrics.py <==
# Metrics from the implementation run
metrics = {
    "synth": {
        "synth_cell_types": 81,
        "avgSynthCellArea_um2": 12.60,
        "synthArstFlopShare": 0,
        "synth_cells": 5996,
        "synth-edff-count": 1024,
        "ys.flops": 1150,
        "ff_type": "edfxtp_1",
        "ys_chip_area_um2": 75540,
        "ys_seq_frac": 0.4405,
        "synthesis.area_um2": 75540,
        "ys_warn_count": 5,
        "yosysCellCount": 5996,
    },
    "timing": {
        "finalSetupViolations": 0,
        "tns_ps": 0,
        "worstMarginPinSlew_ps": 1006,
        "hold_viol": 0,
        "finClkSkew_ps": 36.61,
        "max_freq_mhz": 116.3,
        "rsz0062_at_grt": "no",
        "slew_violations": 0,
        "relSlewSlack": 0.3099,
        "period_used_share": 0.4624,
        "fin_crit_ps": 8600,
    },
    "worst_setup_path": {
        "crit_path_end_kind": "register",
        "crit_type": "register to register",
        "crit_top_cell": "fa_1",
        "cp_data_arrival_time_ps": 9220,
        "path_max_fanout": 40,
        "cp_slowest_cell": "fa_1",
        "crit_path_start_kind": "register",
        "critPathMaxStageDelay_ps": 540,
        "worstPathRequired_ps": 19220,
    },
    "finish": {
        "syn_to_final_growth_pct": 9.519,
        "drive_gt1_frac": 0.1862,
        "mi_logic_area_um2": 38800,
        "flop_area_um2": 33270,
        "postLayoutCellArea_um2": 82730,
        "layout.cells.non_filler": 8463,
        "nFillCells": 16630,
    },
    "detailed_routing": {
        "dr.pass1.iters": 9,
        "post_drt_via_cell_ratio": 5.938,
        "drtAntennaViolNets": 0,
        "drtIter0Drc": 3543,
        "drcViolationCount": 0,
        "vias": 50250,
        "wl_um": 267800,
        "wire_per_inst_um": 31.65,
    },
    "cts": {
        "path_clk_slew_ps": 70,
        "cts_root_buffer": "clkbuf_16",
        "htreeDepth": 3,
        "post_cts_resized": 0,
        "post_cts_buffers": 0,
        "clockBufferDepth": 3,
        "hold_buffers": 0,
        "cts_tree": "done",
        "insertion_delay_ps": 760,
        "clock_sinks": 1150,
        "numCtsBuffers": 116,
    },
    "global_route": {
        "track_usage": 0.3068,
        "grt_pass1_vias": 54690,
        "grt_max_degree": 110,
        "overflow": 0,
        "grt_pass1_wl_um": 383300,
        "antenna_found_initial": 16,
    },
    "placement": {
        "gp_congestion": 0.9731,
        "io_buffer_count": 65,
        "placed_area_um2": 79090,
        "hpwl_um": 171600,
        "dpl.cell_count": 8248,
    },
    "power_and_ir_drop": {
        "ir_drop_mv": 0.07931,
        "p_leak_uw": 0.03039,
        "p_total_uw": 7330,
        "p_per_area_nw_per_um2": 88.60,
    },
    "die": {
        "fp.dieH_um": 436.6,
        "coreArea_um2": 187600,
        "fp-utilization": 0.4026,
        "dieWidth_um": 436.6,
        "rows": 159,
        "die-area_um2": 190600,
        "io_pins": 66,
    },
    "run": {
        "tool_warnings": 48,
        "drv_cap": 0,
    },
    "hold_path": {
        "hold_class": "register to register",
    },
    "outcome": {
        "status": "finished clean",
    },
}
## cells by family after synthesis
group | Yosys count | synth area share
flops | 1150 | 0.4405
buf+inv | 962 | 0.04842
simple gates | 2012 | 0.1151
fa+ha+maj | 597 | 0.1396
mux | 749 | 0.2054
compound gates | 401 | 0.03570
xor+xnor | 125 | 0.01532
## final timing paths
kind,start,end,slack [ps],depth (start not counted)
worst max register to register,IXS.alusrc_out,EWS.aluout[28],10000,28
worst min register to register,EWS.aluout[11],IXS.rdata1_out[11],580,2
worst max-delay path,IXS.alusrc_out,EWS.aluout[28],10000,28
worst min-delay path,EWS.aluout[11],IXS.rdata1_out[11],580,2
## per-layer routing
metal / part of all wire / up-vias / GRT usage
li1: - / 21010 / -
met1: 0.30 / 24720 / 0.3320
met2: 0.47 / 3705 / 0.4565
met3: 0.17 / 772 / 0.2197
met4: 0.060 / 40 / 0.1339
met5: 0.0024 / - / 0.02974
## critical path: cells and delay by family (launching register included)
kind / cells / cell delay, ps
muxes: 1 / 380
DFF: 1 / 310
and+or+nand+nor: 3 / 620
adders and majority gates: 9 / 4390
AOI/OAI and AO/OA: 7 / 1430
xor gates and xnor gates: 1 / 290
buffers and inverters: 7 / 1000
## power by group
part / leakage [uW] / switching, uW / internal [uW]
sequential: 0.0116 / 91.1 / 2930
combinational: 0.0170 / 1250 / 764
clock: 0.00176 / 1020 / 1280
## cell usage in the layout (no fill, tap or decap), drive strengths merged, types with 10 or more instances in the layout
master	n
mux2i	100
buf	215
o21ai	64
xnor2	91
nand3b	13
nor2	1186
nand3	24
clkinv	44
fa	410
xor2	30
clkbuf	150
dfxtp	126
nand2	366
o21a	17
a22oi	10
a221oi	14
mux4	640
ha	187
a21oi	98
a21o	23
nor2b	57
inv	455
edfxtp	1024
a211oi	78
a31oi	15
and2	280
nor3	26
clkdlybuf4s50	54
nand2b	16
o22ai	10
o21bai	13
## stage by stage
step	utilization	setup slack (ps)	hold slack (ps)
finish	0.4410	10000	577.5
global route	0.4410	9545	589.3
CTS	0.4410	9980	574.9
detailed placement	0.4216	9923	560.3
global placement	0.4216	9946	549.2
floorplan	-	10800	413.8
## layout make-up
cell class                 instances  share of cell area
multi-input combinational       3884              0.4690
sequential                      1150              0.4022
clock inverter                    63            0.006579
tap                             2495             0.03773
antenna                            2          0.00006050
inverter                         450             0.02043
timing repair buffer             269             0.02662
clock buffer                     150             0.03739
## synthesized netlist by cell type (98+ instances only)
cell type	n	area (um^2)
nor2_1	1186	4452
edfxtp_1	1024	30750
mux4_2	640	14410
inv_1	445	1670
fa_1	410	8208
nand2_1	366	1374
clkbuf_1	358	1344
and2_1	280	1752
ha_1	187	2340
dfxtp_1	126	2522
buf_1	119	446.7
mux2i_1	100	1001
a21oi_1	98	490.5
## flip-flops by register name, summed over array words and instances (netlist names)
signal	cells
RFO.regdata	1024
EWS.aluout	32
IXS.rdata1_out	32
IXS.rdata2_out	32
IXS.inst_out	16
EWS.muxout	5
IXS.wregdst_out	5
IXS.aluop_out	3
IXS.alusrc_out	1
No activity file was given, so power comes from the tool's default toggle rates.
